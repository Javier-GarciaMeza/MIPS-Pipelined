===== /design/flow/config.mk =====
export PLATFORM = sky130hd
export DESIGN_NAME = PipeLine_Stage_4
export DESIGN_NICKNAME = PipeLine_Stage_4
export VERILOG_FILES = /design/flow/design.v
export SDC_FILE = /design/flow/constraint.sdc
export NUM_CORES = 4
export LEC_CHECK = 1
export CORE_AREA = 10 10 176 176
export DIE_AREA = 0 0 186 186

===== /design/flow/constraint.sdc =====
current_design PipeLine_Stage_4

set clk_period 5.4
set clk_io_pct 0.2

create_clock -name clk0 -period $clk_period [get_ports {clk}]

set non_clock_inputs [all_inputs -no_clocks]
set_input_delay [expr $clk_period * $clk_io_pct] -clock clk0 $non_clock_inputs
set_output_delay [expr $clk_period * $clk_io_pct] -clock clk0 [all_outputs]

===== /design/flow/design.v =====
`timescale 1ns / 1ps
module PipeLine_Stage_4(clk,rst,IE,IDEX_PC,
								EXMEM_M,EXMEM_WB,
								EXMEM_Baddr,EXMEM_Jaddr,
								EXMEM_FLAGS,
								EXMEM_ALU, EXMEM_MData,EXMEM_Waddr,M_Data,io_out,
								MEMWB_WB,
								MEMWB_MData,MEMWB_IO,MEMWB_ALU,MEMWB_Waddr,PC_out,
								Branch_s,pc4_mux);
		input clk,rst,IE;
		input	[31:0] IDEX_PC;
		input  [15:0]	EXMEM_M;
		input	 [3:0]	EXMEM_WB;
		input	[31:0]	EXMEM_Baddr,EXMEM_Jaddr;
		input	 [3:0]	EXMEM_FLAGS;
		input	[4:0]		EXMEM_Waddr;
		input [31:0]	EXMEM_ALU,EXMEM_MData,M_Data,io_out;
		output reg  [3:0]	MEMWB_WB;
		output reg [31:0]	MEMWB_MData,MEMWB_ALU,MEMWB_IO;
		output reg  [4:0]	MEMWB_Waddr;
		output 	  [31:0] PC_out,pc4_mux;
		output 	         Branch_s;
		reg	[4:0]   t_Flags;
		wire [31:0]		flag_mux,pc4_mux;
		wire [31:0]   PC_out,b_mux,j_mux;
		wire 				Branch_s;
		assign Branch_s = 	(EXMEM_M[0] & EXMEM_FLAGS[0] )? 1'b1:  
									(EXMEM_M[1] & ~EXMEM_FLAGS[0])? 1'b1:  
									(EXMEM_M[2] & (EXMEM_FLAGS[1] | EXMEM_FLAGS[0]))? 1'b1:
									(EXMEM_M[3] & ~EXMEM_FLAGS[1] & ~EXMEM_FLAGS[0])? 1'b1:
																				0; 
		always @(posedge clk, posedge rst)begin
			if(rst) t_Flags = 5'b0;else
					  t_Flags = {IE,EXMEM_FLAGS};
		end
		assign flag_mux = (EXMEM_M[13])? t_Flags:EXMEM_MData;
		assign pc4_mux = (EXMEM_M[14])? IDEX_PC: flag_mux;
		assign b_mux  = (Branch_s)? EXMEM_Baddr: EXMEM_ALU;
		assign j_mux = (EXMEM_M[10])? EXMEM_Jaddr:b_mux;
		assign PC_out = (EXMEM_M[15] | EXMEM_M[12])? M_Data:j_mux;
		always @(posedge clk,posedge rst)begin
			if(rst)begin
				MEMWB_WB =4'b0;
				MEMWB_MData = 32'b0;
				MEMWB_IO= 32'b0;
				MEMWB_ALU = 32'b0;
				MEMWB_Waddr = 5'b0;
			end
			else begin
				MEMWB_WB = EXMEM_WB;		 
				MEMWB_MData = M_Data;	 
				MEMWB_IO = io_out;		 
				MEMWB_ALU = EXMEM_ALU;	 
				MEMWB_Waddr = EXMEM_Waddr; 
			end
		end
endmodule

===== /design/flow/run.sh =====
#!/bin/bash
# OpenROAD 26Q1-2900-gdf79404cd8, Yosys 0.63+post, stock flow scripts
make -C /OpenROAD-flow-scripts/flow DESIGN_CONFIG=/design/flow/config.mk WORK_HOME=/design/flow/orfs finish

==> reports/qor.csv <==
stage,metric,value,unit
outcome,status,finished clean,
grt,gr busiest metal,met2,
power_and_ir_drop,Pwr Density,221,mW/mm^2
grt,global-route wire length before repair,34800,um
critical_path,Crit-path slowest cell,inv_2,
critical_path,critical path type,in -> out,
synthesis,Synthesized registers,110,
critical_path,critical path's top delay family,buffers and inverters,
clock_tree,"CTS clk-pin slew, worst paths",80,ps
route,DR iter-0 viols,162,
grt,GRT Util Overall,0.139,
clock_tree,CTS Hold Bufs,0,
die,Ports,426,
die,Chip Width,186,um
synthesis,Top logic family,AND-OR/OR-AND gates,
die,number of cell rows,60,
synthesis,"Seq/Total Area, Yosys",0.620,
route,ANT nets after route,0,
placement,port bufs,418,
grt,vias in the first global route,4933,
grt,met1 Use GR,0.165,
clock_tree,Max Root-Sink Buffers,2,
finish,share of cells above drive strength 1,0.0821,
route,vias per cell,4.13,
power_and_ir_drop,Tot Pwr,2060,uW
job,MaxCap Viol Count,0,
power_and_ir_drop,Peak supply drop,125,uV
critical_path,Critical Path Start Type,input port,
clock_tree,Post-CTS Setup Inserts,0,
grt,routing usage on met2,0.240,
synthesis,synthesized area,0.00444,mm^2
die,Die Span Y,186,um
route,Ant. Diodes,0,
synthesis,"XOR Share, Synth",0,
grt,largest net degree at the start of global routing,49,
route,detailed-route DRC error count,0,
sta,Rel. slew slack,0.482,
clock_tree,CTS tree,built,
critical_path,"critical path, cell by cell","clkdlybuf4s50_1, or3b_1, o21ai_4, inv_2, buf_4, a221oi_2, a21oi_1, clkdlybuf4s50_1",
die,die area,0.0346,mm^2
route,1st-pass router iterations,4,
sta,Slew Limit Fails,0,
synthesis,post-synthesis cell count,353,
grt,met3 global-route usage,0.0513,
clock_tree,CTS buffer count,9,
clock_tree,post-CTS sizing,0,
critical_path,Most common cell on crit path,clkdlybuf4s50_1,
critical_path,CP arrival,3640,ps
synthesis,Yosys Instances,353,
clock_tree,root buf cell,clkbuf_16,
placement,Placement Setup Slack,651,ps
sta,Final Critical Period,4720,ps
synthesis,Ys Warns,1,
die,Pre-Place Util,0.164,
placement,post-DP HPWL,20300,um
synthesis,chip area line of the yosys report,0.00444,mm^2
clock_tree,H-tree depth,3,
die,Core ar.,0.0270,mm^2
synthesis,syn avg cell area,12.6,um^2
sta,max frequency,0.212,GHz
sta,"crit path setup slack, layout",676,ps
critical_path,Buf/Inv on CP,4,
placement,gp weighted congestion,0.882,
route,Post-Route WL,25200,um
synthesis,Cell variety after synth,21,
critical_path,crit path max fanout,22,
finish,Filler cells,2673,
critical_path,Critical Path End Type,primary output,
synthesis,Mux cell area share,0.0147,
sta,Tcrit/Tclk final,0.875,
critical_path,CP max stage delay,540,ps
critical_path,crit path DRT,4320,ps
sta,endpoints failing hold,0,
sta,post-route setup TNS,0,ps
sta,RSZ-0062 raised after global routing,false,
sta,final setup vio count,0,
synthesis,fraction of the mapped netlist area in adder cells,0,
sta,Worst-Margin Slew,777,ps
grt,initial antenna violation count,0,
job,Tool Warnings,32,
synthesis,yosys simple share,0.0942,
route,Routed WL per cell,22.8,um
hold_path,Hold Path Class,in -> async,
synthesis,Complex Gates by Area,0.238,
finish,area growth from synthesis to layout,110,%
grt,GRT Residual Overflow,0,
clock_tree,clock sinks,110,
route,via count,4575,
power_and_ir_drop,total leakage power,0.00354,uW
final timing paths:
kind	startpoint	end	slack, ps	cells past startpoint
worst min-delay path	rst	MEMWB_WB[1]$_DFF_PP0_	1010	2
max in group asynchronous	rst	MEMWB_MData[17]$_DFF_PP0_	3420	3
min in group clk0	io_out[18]	MEMWB_IO[18]$_DFF_PP0_	1160	1
worst max-delay path	EXMEM_FLAGS[0]	PC_out[6]	680	8
Yosys cell counts:
library cell	count	area, um^2
dfrtp_1	110	2750
nand2_1	38	143
o21ai_0	38	190
a21oi_1	32	160
nand3b_1	32	240
a221oi_2	29	435
a22o_1	26	228
clkbuf_1	20	75.1
buf_1	5	18.8
mux2i_1	5	50.1
a221oi_1	3	26.3
buf_6	3	33.8
buf_2	2	10.0
nor2_1	2	7.51
or2_2	2	12.5
inv_1	1	3.75
inv_2	1	3.75
mux2_4	1	15.0
nand2b_1	1	6.26
o21ai_4	1	16.3
or3b_1	1	8.76
through the flow:
step	area (um^2)	utilization	std cells	hold slack (ps)
final	9310	0.344	1108	1010
after detailed placement	9020	0.334	1092	1410
after global routing	9310	0.344	1108	1020
after global placement	9020	0.334	1092	1400
after CTS	9310	0.344	1108	1010
after floorplan	4440	-	353	1110
cells in the final DEF (no fill, tap or decap), types with 2 or more instances in the layout:
cell type,count
clkdlybuf4s50_1,417
inv_8,2
clkinv_4,3
a221oi_2,29
or2_2,2
mux2i_1,5
a21oi_1,32
buf_4,9
a221oi_1,3
clkbuf_16,9
nand2_1,38
dfrtp_1,110
buf_12,2
nand3b_1,32
a22o_1,26
o21ai_0,38
registers in the layout (all words and copies together), names as in the netlist:
register / count
MEMWB_MData: 32
MEMWB_WB: 4
MEMWB_ALU: 32
t_Flags: 5
MEMWB_Waddr: 5
MEMWB_IO: 32
area by class of cell:
type,instances,area (um^2),share of cell area
Clock buffer,10,229,0.0246
Clock inverter,6,56.3,0.00605
Timing Repair Buffer,428,4280,0.460
Inverter,2,10.0,0.00108
Tap cell,341,427,0.0459
Multi-Input combinational cell,211,1550,0.166
Sequential cell,110,2750,0.296
power by group:
group / total, uW / leakage (uW) / internal (uW) / switching [uW]
Clock: 658 / 0.000137 / 323 / 335
Combinational: 522 / 0.00212 / 346 / 176
Sequential: 875 / 0.00128 / 864 / 10.5
Total: 2060 / 0.00354 / 1530 / 522
logic make-up after synthesis:
family	Yosys count
buffers and inverters	32
DFF	110
AOI/OAI and AO/OA	129
and+or+nand+nor	76
muxes	6
per-layer routing:
layer  routed length, um  part of all wire  up-vias
met1                9460              0.37     2188
met3                2730              0.11       13
met5                   0                 0        -
met2               12700              0.50      252
met4                 375             0.015        0
li1                    -                 -     2122
Power and IR drop assume default switching activity.
